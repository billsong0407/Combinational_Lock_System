[flow/config.mk]
export PLATFORM = sky130hd
export DESIGN_NAME = Moore_FSM
export DESIGN_NICKNAME = Moore_FSM
export VERILOG_FILES = /design/flow/design.v
export SDC_FILE = /design/flow/constraint.sdc
export NUM_CORES = 4
export LEC_CHECK = 1
export CORE_AREA = 10 10 70 70
export DIE_AREA = 0 0 80 80
[flow/constraint.sdc]
current_design Moore_FSM

set clk_period 1.0
set clk_io_pct 0.2

create_clock -name clk0 -period $clk_period [get_ports {clock}]

set non_clock_inputs [all_inputs -no_clocks]
set_input_delay [expr $clk_period * $clk_io_pct] -clock clk0 $non_clock_inputs
set_output_delay [expr $clk_period * $clk_io_pct] -clock clk0 [all_outputs]
[flow/design.v]
module Moore_FSM(clock, enter, change, Compare, reset, enable, new, open, alarm);
    input enter, change, clock, Compare;
    input reset;
    output new, open, alarm;
    output reg enable;
    parameter [2:0] A = 3'b000, B = 3'b001, C = 3'b010, D = 3'b011, E = 3'b100;
    reg [2:0] current_state, Y;
    always @(enter, change)
        case (current_state)
            A:
                begin
                    enable = 0;
                    if (enter && ~Compare)
                        Y = B;
                    else if (change && ~Compare)
                        Y = B;
                    else if (change && Compare)
                        Y = E;
                    else if (enter && Compare)
                        Y = D;
                    else
                        Y = A;
                end
            B:
                if (enter && ~Compare)
                    Y = C;
                else if (change && ~Compare)
                    Y = C;
                else if (change && Compare)
                    Y = E;
                else if (enter && Compare)
                    Y = D;
                else
                    Y = B;
            C:
                if (enter || change)
                    Y = C;
                else
                    Y = C;
            D:
                if (enter || change)
                    Y = A;
                else
                    Y = D;
            E:
                begin
                    if (enter || change)
                        begin
                        Y = A;
                        enable = 1;
                        end
                    else
                        Y = E;
                end
            default: Y = 2'bxxx;
        endcase
    always @(negedge reset, posedge clock)
    begin
        if (reset == 0)
            current_state <= A;
        else
            current_state <= Y;
    end
    assign new = (current_state == E);
    assign open = (current_state == D);
    assign alarm = (current_state == C);
endmodule
[flow/run.sh]
#!/bin/bash
# OpenROAD 26Q1-2900-gdf79404cd8, Yosys 0.63+post, stock flow scripts
make -C /OpenROAD-flow-scripts/flow DESIGN_CONFIG=/design/flow/config.mk WORK_HOME=/design/flow/orfs finish
==> flow_summary.yaml <==
# yosys + openroad results
sta:
  slew_viol_final: 0
  worst_pin_slew_ns: 0.225
  max_freq_mhz: 1030
  skew_ns: 0.00453
  period_used_pct: 97.3
  untimed_endpoints: 2
  period_minus_slack_ns: 0.973
  tns_ns: 0
  setup-violations-final: 0
  relSlewSlack_pct: 85.0
  layout_setup_ws_ns: 0.0271
  unclocked_pins: 1
  hold_violations: 0
place:
  io_buffers: 8
  dp_cells: 78
  place_ws_ns: -0.276
  dp_hpwl_um: 541
  gp_congestion: 0.796
flow_run:
  maxCapViolations: 0
  tool_warnings: 25
power_and_ir_drop:
  p_leak_nw: 0.177
  power.density_mw_per_mm2: 1400
  power_uw: 591
  vdd_drop_max_mv: 0.405
worst_hold_path:
  hold_class: "input pin to asynchronous set/reset pin"
critical_path:
  worst_setup_path_start_kind: "flop"
  crit_path_max_incr_delay_ns: 0.37
  rr_worst_depth: 3
  worstPathCellList: "buf_4 > buf_4 > a22o_2"
  crit_slowest_cell: "dfrtp_1"
  required_ns: 1.13
  cp_max_fo: 4
  endpoint_kind: "flop"
  cp_common_cell: "buf_4"
  cp.arrival_ns: 1.11
  worstSetupPathType: "flop to flop"
logic_synthesis:
  synth_area_per_cell_um2: 11.9
  top_cell: "dfrtp_1"
  synth-edff-count: 0
  synth.cell_area_um2: 239
  syn_inst: 20
  synth_top_area_share_pct: 41.9
  top_cells_by_count: "dfrtp_1 (4), a31o_1 (2), nor2_1 (2)"
  flop_cell: "dfrtp_1"
  ys_cells: 20
  synth_top_cell_by_area: "dfrtp_1"
  ys_async_sr_fraction_pct: 83.3
  ys_warn_count: 1
  ys.flops: 6
  synthDistinctLibCells: 15
  area_leaders: "dfrtp_1 (42%), dfstp_2 (11%), a31o_1 (7.3%), dlxtn_1 (6.3%), a22o_2 (4.2%)"
  yosysChipArea_um2: 239
global_route:
  overflow: 0
  grtUsageTotal_pct: 2.44
  grt_max_degree: 6
  grt_pass1_vias: 231
  grt_pass1_wl_mm: 1.11
  antenna_found_initial: 0
cts:
  cts_tree: "built"
  clk_path_buf_depth: 2
  worstSkewPairLatency_ns: 0.24
  path_clk_slew_ns: 0.04
  cts_max_level: 1
  cts_hold_buf: 0
  cts_made_buffers: 3
  cts_root_buf: "clkbuf_4"
status:
  status: "complete, no violations"
routing:
  drt-pass1-iter-count: 3
  routed_wirelength_um: 672
  diodes: 0
  wl_per_cell_um: 8.10
  vias_per_cell: 2.52
  dr.first_iter.drc_count: 9
  antenna_left: 0
  dr_total_vias: 209
  drc: 0
floorplanning:
  rows: 21
  dieWidth_um: 80
  boundaryPins: 9
  die_y_um: 80
  die_area_mm2: 0.00640
  core_area_mm2: 0.00342
  fp_util_pct: 7.00
finish:
  nFillCells: 399
  synthToLayoutAreaGrowth_pct: 77.0
  final_util_pct: 12.4
  fin_cells: 83
  drive_gt1_share_pct: 37.8
==> worst paths after layout <==
path | slack (ns) | end | from
max in group asynchronous | 0.57 | current_state[0] | reset
setup / recovery | 0.03 | current_state[1] | current_state[1]
hold / removal | 0.17 | current_state[1] | reset
min in group clk0 | 0.42 | current_state[0] | change
setup reg to reg | 0.03 | current_state[1] | current_state[1]
hold reg to reg | 0.49 | current_state[2] | current_state[2]
==> state kept, by name, summed over array words and instances (netlist names) <==
register       count
current_state      5
enable             1
==> layout by cell type (no fill, tap or decap), types with 2 or more instances in the layout <==
master	netlist	final
clkbuf_4	0	3
clkdlybuf4s50_1	0	3
a31o_1	2	2
nor2_1	2	2
clkbuf_2	0	2
dfrtp_1	4	4
buf_4	0	5
dlygate4sd2_1	0	2
==> power breakdown <==
| group | switching, mW | internal [mW] |
|---|---|---|
| Combinational | 0.0409 | 0.0656 |
| Clock | 0.0815 | 0.151 |
| Sequential | 0.0154 | 0.237 |
| Total | 0.138 | 0.453 |
==> through the flow <==
step | instance area, um2 | hold slack, ns
after floorplan | 239 | -0.0956
after global placement | 407 | 0.437
after detailed placement | 407 | 0.437
after CTS | 425 | 0.173
after global routing | 423 | 0.176
final | 423 | 0.174
==> metal layers <==
layer | track usage (%) | vias up | share of wire [%]
met5 | 0 | - | 0
met2 | 2.57 | 13 | 28
met3 | 2.95 | 0 | 19
met1 | 3.09 | 88 | 53
li1 | - | 108 | -
met4 | 0.176 | 0 | 0
==> layout make-up <==
cell class / count / area, um2 / area share (%)
Inverter: 1 / 3.75 / 0.888
Multi-Input combinational cell: 13 / 93.8 / 22.2
Clock buffer: 4 / 26.3 / 6.21
Sequential cell: 6 / 141 / 33.4
Timing Repair Buffer: 13 / 100 / 23.7
Tap cell: 46 / 57.6 / 13.6
==> timing repair <==
item,4_1_cts,5_1_grt
setup buffers,0,1
gates resized,9,2
setup endpoints to repair,6,2
==> worst max-delay path: cells and delay by family, from the launching register on <==
family                 cells  cell delay, ns
AND-OR/OR-AND              1            0.22
buffers and inverters      2            0.27
flip-flops                 1            0.37
==> kinds of logic (layout without fill, tap and decap cells) <==
kind of cell,count (synthesis),count (layout),share of synthesized area [%]
multiplexers,1,1,4.19
AND/OR/NAND/NOR,6,6,14.7
latches,1,1,6.28
flip-flops,5,5,52.9
buffers and inverters,1,18,1.57
AND-OR/OR-AND,6,6,20.4
Power figures rest on the tool's default switching activity, not on a simulated workload.
